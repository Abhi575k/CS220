==> flow/design.v <==
module one_bit_addsub(input a, input b, input cin, input opcode, output res, output cout);
    wire x;
    assign x = b^opcode;
    assign res = a^x^cin;
    assign cout = (a&x) | (x&cin) | (cin&a);
endmodule
module eight_bit_addsub(input [7:0]a, input [7:0]b, input opcode, output [7:0]res, output cout, output overflow);
    wire [7:0] a,b;
    wire signed [7:0] res;
    wire [6:0] temp;
    one_bit_addsub A0(a[0], b[0], opcode, opcode, res[0], temp[0]);
    one_bit_addsub A1(a[1], b[1], temp[0], opcode, res[1], temp[1]);
    one_bit_addsub A2(a[2], b[2], temp[1], opcode, res[2], temp[2]);
    one_bit_addsub A3(a[3], b[3], temp[2], opcode, res[3], temp[3]);
    one_bit_addsub A4(a[4], b[4], temp[3], opcode, res[4], temp[4]);
    one_bit_addsub A5(a[5], b[5], temp[4], opcode, res[5], temp[5]);
    one_bit_addsub A6(a[6], b[6], temp[5], opcode, res[6], temp[6]);
    one_bit_addsub A7(a[7], b[7], temp[6], opcode, res[7], cout);
    assign overflow = temp[6]^cout;
endmodule
==> flow/run.sh <==
#!/bin/bash
# OpenROAD 26Q1-2900-gdf79404cd8, Yosys 0.63+post, stock flow scripts
make -C /OpenROAD-flow-scripts/flow DESIGN_CONFIG=/design/flow/config.mk WORK_HOME=/design/flow/orfs finish
==> flow/config.mk <==
export PLATFORM = sky130hd
export DESIGN_NAME = eight_bit_addsub
export DESIGN_NICKNAME = eight_bit_addsub
export VERILOG_FILES = /design/flow/design.v
export SDC_FILE = /design/flow/constraint.sdc
export NUM_CORES = 4
export LEC_CHECK = 1
export CORE_AREA = 10 10 70 70
export DIE_AREA = 0 0 80 80
==> flow/constraint.sdc <==
current_design eight_bit_addsub

set clk_period 3.9
set clk_io_pct 0.2

create_clock -name clk0 -period $clk_period

set non_clock_inputs [all_inputs -no_clocks]
set_input_delay [expr $clk_period * $clk_io_pct] -clock clk0 $non_clock_inputs
set_output_delay [expr $clk_period * $clk_io_pct] -clock clk0 [all_outputs]
==> results.sh <==
# source this file to load flow results
export IMPL_crit_family="adder cells"
export IMPL_fill_cells=386
export IMPL_core_mm2=0.003416
export IMPL_vias=287
export IMPL_dr_pass1_iters=1
export IMPL_crit_chain="buf_6 > xor2_2 > fa_2 > inv_2 > fa_2 > fa_2 > fa_2 > fa_2 > fa_2 > inv_2 > fa_2 > buf_2"
export IMPL_p_leak_nw=0.3051
export IMPL_hold_viol_final=0
export IMPL_fp_util=0.1015
export IMPL_wl_per_cell_um=8.852
export IMPL_port_buffers=27
export IMPL_placed_cell_area_um2=665.6
export IMPL_worstSetupPathType="in -> out"
export IMPL_overflow=0
export IMPL_violations="negative setup slack"
export IMPL_lay_top_count="clkdlybuf4s50_1"
export IMPL_required_ns=3.12
export IMPL_lay_top_cells="clkdlybuf4s50_1 (15), inv_1 (8), fa_2 (7), buf_2 (6), buf_4 (5)"
export IMPL_setup_ws_ns=-0.5010
export IMPL_cpPeakStageDelay_ns=0.41
export IMPL_nClkBuffers=0
export IMPL_route_detailed_drc=0
export IMPL_instances_no_fill=108
export IMPL_antenna_found_initial=0
export IMPL_detail_route_antenna_nets=0
export IMPL_placedCellCount=107
export IMPL_grt_max_degree=5
export IMPL_dp_hpwl_um=908.1
export IMPL_setup_viol=4
export IMPL_ff_count=0
export IMPL_yosys_warnings=0
export IMPL_synth_area_per_cell_um2=9.121
export IMPL_drtIter0Drc=0
export IMPL_drt_total_wl_um=956
export IMPL_drive_gt1_frac=0.4839
export IMPL_die_w_um=80
export IMPL_vias_per_cell=2.657
export IMPL_place_congestion=0.7496
export IMPL_die_area_mm2=0.006400
export IMPL_worst_slew_pin_slew_ns=0.2060
export IMPL_regArea_um2=0
export IMPL_fmax_ghz=0.2272
export IMPL_slew_viol_final=0
export IMPL_power_density_mw_per_mm2=171.2
export IMPL_crit_fanout=2
export IMPL_grt_setup_unrepaired="true"
export IMPL_synthCells=38
export IMPL_yosysChipArea_um2=346.6
export IMPL_grt_met3_usage=0.005682
export IMPL_ys_cells=38
export IMPL_grt_usage=0.02998
export IMPL_min_period_ns=4.401
export IMPL_fin_tns_setup_ns=-1.414
export IMPL_synthDistinctLibCells=7
export IMPL_cp_end_kind="output port"
export IMPL_grt_first_pass_wirelength_um=1614
export IMPL_start_kind="input port"
export IMPL_num_antenna_cells=0
export IMPL_pin_count=27
export IMPL_status="finished with violations"
export IMPL_grtUsageMet1=0.04298
export IMPL_die_y_um=80
export IMPL_slew_headroom=0.8617
export IMPL_peakVddDrop_mv=0.07119
export IMPL_netlist_area_um2=346.6
export IMPL_area_growth_synth_to_final_pct=93.14
export IMPL_cp_slowest_cell="fa_2"
export IMPL_std_cell_rows=21
export IMPL_post_route_period_util=1.128
export IMPL_path_buffers=4
export IMPL_cap_violations=0
export IMPL_fin_area_um2=669.4
export IMPL_warnings=35
export IMPL_crit_arrival_ns=3.62
export IMPL_grt_pass1_vias=349
export IMPL_hp_class="in -> out"
export IMPL_synth_seq_share=0
export IMPL_use_met2=0.04815
export IMPL_crit_path_frequent_cell="fa_2"
export IMPL_holdWs_ns=2.176
export IMPL_grt_busiest_layer="met2"
[logic make-up after synthesis]
kind of cell	Yosys count	share of synthesized area
buf+inv	21	0.3357
xor+xnor	9	0.2274
fa+ha+maj	7	0.4043
mux	1	0.03249
[per-layer routing]
metal	up-vias	part of all wire
met5	-	0
met4	0	0
met3	0	0.073
met2	18	0.44
met1	127	0.49
li1	142	-
[cell type report]
type | count | area (µm²) | area share
repair buffers | 33 | 292.8 | 0.4374
inverters | 12 | 45.04 | 0.06729
well taps | 46 | 57.56 | 0.08598
multi-input cells | 17 | 274.0 | 0.4093
[cell usage after synthesis]
master | n | area (µm²)
buf_6 | 1 | 11.26
buf_4 | 8 | 60.06
inv_1 | 12 | 45.04
xnor2_1 | 6 | 52.55
fa_1 | 7 | 140.1
xor2_1 | 3 | 26.28
mux2_2 | 1 | 11.26
[timing repair]
item / CTS / global route
hold buffers: 0 / 0
resized: 40 / 5
pin swaps: 8 / 8
setup buffers: 1 / 0
endpoints found under the setup margin: 7 / 6
[final timing paths]
path	depth (start not counted)	slack, ns	to	startpoint
setup / recovery	12	-0.50	res[7]	b[1]
hold / removal	4	2.18	res[0]	b[0]
[through the flow]
stage,power (mW),setup slack [ns],utilization
2_1_floorplan,0.06864,-0.4570,-
3_3_place_gp,0.1228,-1.295,0.1949
6_report,0.1146,-0.5010,0.1960
4_1_cts,0.1162,-0.8171,0.1912
5_1_grt,0.1349,-0.6258,0.1960
3_5_place_dp,0.1238,-1.328,0.1949
[report_power, final]
| part | internal (mW) | leakage, nW | switching (mW) | total (mW) |
|---|---|---|---|---|
| sequential | 0 | 0 | 0 | 0 |
| combinational | 0.0766 | 0.305 | 0.0380 | 0.115 |
| clock | 0 | 0 | 0 | 0 |
| total | 0.0766 | 0.305 | 0.0380 | 0.115 |
No activity file was given, so power comes from the tool's default toggle rates.
