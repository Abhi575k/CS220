$ cat run.sh
#!/bin/bash
# OpenROAD 26Q1-2900-gdf79404cd8, Yosys 0.63+post, stock flow scripts
make -C /OpenROAD-flow-scripts/flow DESIGN_CONFIG=/design/flow/config.mk WORK_HOME=/design/flow/orfs finish
$ cat config.mk
export PLATFORM = sky130hd
export DESIGN_NAME = eight_bit_comparator
export DESIGN_NICKNAME = eight_bit_comparator
export VERILOG_FILES = /design/flow/design.v
export SDC_FILE = /design/flow/constraint.sdc
export NUM_CORES = 4
export LEC_CHECK = 1
export CORE_AREA = 10 10 70 70
export DIE_AREA = 0 0 80 80
$ cat constraint.sdc
current_design eight_bit_comparator

set clk_period 1.8
set clk_io_pct 0.2

create_clock -name clk0 -period $clk_period

set non_clock_inputs [all_inputs -no_clocks]
set_input_delay [expr $clk_period * $clk_io_pct] -clock clk0 $non_clock_inputs
set_output_delay [expr $clk_period * $clk_io_pct] -clock clk0 [all_outputs]
$ cat design.v
module one_bit_comparator(A, B, lower, equal, greater);
    input A, B;
    output lower, equal, greater;
    and(lower, ~A, B);
    and(greater, ~B, A);
    nor(equal, lower, greater);
endmodule
module eight_bit_comparator(A, B, l, e, g);
    input [7:0] A, B;
    wire [7:0] lower, equal, greater;
    output l, e, g;
    one_bit_comparator ob0 (A[0], B[0], lower[0], equal[0], greater[0]);
    one_bit_comparator ob1 (A[1], B[1], lower[1], equal[1], greater[1]);
    one_bit_comparator ob2 (A[2], B[2], lower[2], equal[2], greater[2]);
    one_bit_comparator ob3 (A[3], B[3], lower[3], equal[3], greater[3]);
    one_bit_comparator ob4 (A[4], B[4], lower[4], equal[4], greater[4]);
    one_bit_comparator ob5 (A[5], B[5], lower[5], equal[5], greater[5]);
    one_bit_comparator ob6 (A[6], B[6], lower[6], equal[6], greater[6]);
    one_bit_comparator ob7 (A[7], B[7], lower[7], equal[7], greater[7]);
    assign e = equal[0] & equal[1] & equal[2] & equal[3] & equal[4] & equal[5] & equal[6] & equal[7];
    assign g = lower[7] | (~greater[7] & lower[6]) | (~greater[7] & ~greater[6] & lower[5]) | (~greater[7] & ~greater[6] & ~greater[5] & lower[4]) | (~greater[7] & ~greater[6] & ~greater[5] & ~greater[4] & lower[3]) | (~greater[7] & ~greater[6] & ~greater[5] & ~greater[4] & ~greater[3] & lower[2]) | (~greater[7] & ~greater[6] & ~greater[5] & ~greater[4] & ~greater[3] & ~greater[2] & lower[1]) | (~greater[7] & ~greater[6] & ~greater[5] & ~greater[4] & ~greater[3] & ~greater[2] & ~greater[1] & lower[0]);
    assign l = greater[7] | (~lower[7] & greater[6]) | (~lower[7] & ~lower[6] & greater[5]) | (~lower[7] & ~lower[6] & ~lower[5] & greater[4]) | (~lower[7] & ~lower[6] & ~lower[5] & ~lower[4] & greater[3]) | (~lower[7] & ~lower[6] & ~lower[5] & ~lower[4] & ~lower[3] & greater[2]) | (~lower[7] & ~lower[6] & ~lower[5] & ~lower[4] & ~lower[3] & ~lower[2] & greater[1]) | (~lower[7] & ~lower[6] & ~lower[5] & ~lower[4] & ~lower[3] & ~lower[2] & ~lower[1] & greater[0]);
endmodule
==> flow_metrics.env <==
# flow metrics
export IMPL_status="complete, no violations"
export IMPL_hold_viol_final=0
export IMPL_worstHoldStart="B[3]"
export IMPL_p_leak_nw=0.390
export IMPL_relSlewSlack_pct=85.3
export IMPL_grt_overflow=0
export IMPL_finalSetupTns_ns=0
export IMPL_portBuffers=19
export IMPL_worstHoldPathType="input port to output port"
export IMPL_synth_avg_cell_area_um2=7.26
export IMPL_drt_iter0_drc=7
export IMPL_peakVddDrop_mv=0.0884
export IMPL_period_needed_ns=1.75
export IMPL_stdcell_area_um2=868
export IMPL_cp_arrival_ns=1.39
export IMPL_setup_viol=0
export IMPL_ys_area_um2=399
export IMPL_p_seq_share_pct=0
export IMPL_min_to="g"
export IMPL_num_rows=21
export IMPL_combPwrFrac_pct=100.0
export IMPL_drc=0
export IMPL_ys_cells=55
export IMPL_drtAntennaViolNets=0
export IMPL_start_kind="input port"
export IMPL_area_delta_synth_final_pct=118
export IMPL_antenna_cells=0
export IMPL_die_area_um2=6400
export IMPL_slew_viol_final=0
export IMPL_gp_congestion=0.730
export IMPL_fillers=362
export IMPL_critPathCaptureType="output port"
export IMPL_synthesis_area_um2=399
export IMPL_hold_depth=6
export IMPL_worst_pin_slew_ns=0.219
export IMPL_power_per_cell_area_nw_per_um2=194
export IMPL_dr_pass1_iters=2
export IMPL_core_um2=3420
export IMPL_seq_cells=0
export IMPL_power_switching_mw=0.0750
export IMPL_final_clkbuf_count=0
export IMPL_switching_share_pct=44.4
export IMPL_grt_max_degree=4
export IMPL_p_int_mw=0.0939
export IMPL_cp_data_required_time_ns=1.44
export IMPL_syn_inst=55
export IMPL_clock_fmax_mhz=573
export IMPL_antenna_found_initial=0
export IMPL_dp_slack_ns=-0.787
export IMPL_rsz0062_at_grt="false"
export IMPL_synth_distinct_cells=14
export IMPL_track_usage_pct=4.02
export IMPL_place_area_um2=699
export IMPL_hold_buffers=0
export IMPL_final_comb_area_um2=522
export IMPL_max_cap_violations=0
export IMPL_place_hpwl_um=1060
export IMPL_synth_area_leader_cell="ha_1"
export IMPL_io_pins=19
export IMPL_regArea_um2=0
export IMPL_wire_per_inst_um=10.1
export IMPL_post_route_period_util_pct=97.0
export IMPL_final_layout_size_suffix_gt1_share_pct=75.0
export IMPL_timing_final_ws_setup_ns=0.0548
export IMPL_grt_pass1_vias=521
export IMPL_critPathMaxFanout=2
export IMPL_warnings=41
export IMPL_top_area_share_pct=50.2
export IMPL_clock_power_share_pct=0
export IMPL_die_h_um=80
export IMPL_area_leaders="ha_1 (50%), inv_1 (19%), a21oi_1 (5.0%)"
export IMPL_whs_ns=1.31
export IMPL_fp_util_pct=11.7
export IMPL_vias_per_cell=3.41
export IMPL_ys_seq_share_pct=0
export IMPL_yosysWarnings=0
export IMPL_die_w_um=80
export IMPL_drt_total_wl_um=1320
export IMPL_vias=443
export IMPL_grt_pass1_wl_um=2200
export IMPL_crit_type="input port to output port"
-- worst max path at each step --
stage,from,endpoint,slack (ns),cells after the start
after CTS,B[5],g,-0.002,8
after global routing,A[5],l,0.003,9
final,B[5],g,0.05,8
-- Yosys cell counts (all sizes together) --
cell type  count
a311o          1
nand4          2
a221oi         1
nand2b         1
inv           20
nor4           1
o311ai         1
a211o          1
nor2b          1
o21bai         1
o31ai          1
nor2           4
a21oi          4
ha            16
-- through the flow --
stage,power (mW),std cells,util (%)
6_report,0.169,130,25.4
5_1_grt,0.186,130,25.4
4_1_cts,0.161,130,24.8
3_5_place_dp,0.130,127,20.5
3_3_place_gp,0.129,127,20.5
2_1_floorplan,0.0523,55,-
-- cells in the final DEF, fill, tap and decap left out --
master	netlist	layout
inv_2	0	12
a311o_1	1	1
nand4_1	2	2
a221oi_2	1	1
nor2b_4	0	1
a21oi_4	0	1
clkdlybuf4s15_1	0	1
ha_4	0	10
a211o_1	1	1
nor2_1	4	3
inv_4	0	1
o31ai_4	0	1
buf_4	0	10
dlygate4sd2_1	0	3
ha_2	0	6
a21oi_2	0	2
inv_1	20	7
o21bai_1	1	1
buf_2	0	9
clkbuf_2	0	2
nor4_1	1	1
a21oi_1	4	1
o311ai_2	0	1
nand2b_4	0	1
nor2_2	0	1
buf_6	0	4
-- logic make-up (layout without fill, tap and decap cells) --
family / count (synthesis) / after routing / synth area share, %
AND-OR/OR-AND: 10 / 10 / 19.4
buffers and inverters: 20 / 49 / 18.8
adder cells (fa/ha/maj): 16 / 16 / 50.2
AND/OR/NAND/NOR: 9 / 9 / 11.6
-- worst max-delay path: stages --
cell      delay (ns)
buf_4           0.12
inv_2           0.06
ha_4            0.12
nor2_2          0.04
a221oi_2        0.23
nor2_1          0.07
a311o_1         0.26
buf_2           0.11
-- area by class of cell --
class / count / area share, %
multi-input combinational: 35 / 60.1
inverter: 20 / 8.93
timing repair buffer: 29 / 24.4
tap: 46 / 6.63
-- power by group through the flow --
stage         Clock, mW  Combinational, mW  Sequential, mW
CTS                   0              0.161               0
global route          0              0.186               0
finish                0              0.169               0
-- metal layers --
layer | vias to the layer above | global-route usage (%) | routed length, µm
met5 | - | 0 | 0
met4 | 0 | 0 | 0
met3 | 0 | 0.455 | 33
met2 | 7 | 7.62 | 652
met1 | 200 | 4.94 | 629
li1 | 236 | - | -
-- what timing repair did --
item,in CTS,in global routing
setup buffers,3,0
pin swaps,25,13
endpoints found under the setup margin,3,2
gates resized,107,12
Power and IR drop assume default switching activity.
