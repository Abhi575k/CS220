**./run.sh**
```bash
#!/bin/bash
# OpenROAD 26Q1-2900-gdf79404cd8, Yosys 0.63+post, stock flow scripts
make -C /OpenROAD-flow-scripts/flow DESIGN_CONFIG=/design/flow/config.mk WORK_HOME=/design/flow/orfs finish
```
**./config.mk**
```make
export PLATFORM = sky130hd
export DESIGN_NAME = carry_look_ahead_adder
export DESIGN_NICKNAME = carry_look_ahead_adder
export VERILOG_FILES = /design/flow/design.v
export SDC_FILE = /design/flow/constraint.sdc
export NUM_CORES = 4
export LEC_CHECK = 1
export CORE_AREA = 10 10 70 70
export DIE_AREA = 0 0 80 80
```
**./constraint.sdc**
```tcl
current_design carry_look_ahead_adder

set clk_period 2.4
set clk_io_pct 0.2

create_clock -name clk0 -period $clk_period

set non_clock_inputs [all_inputs -no_clocks]
set_input_delay [expr $clk_period * $clk_io_pct] -clock clk0 $non_clock_inputs
set_output_delay [expr $clk_period * $clk_io_pct] -clock clk0 [all_outputs]
```
**./design.v**
```verilog
module carry_look_ahead_adder(A,B,C0,S,C8);
    input[7:0] A, B;
    input C0;
    output [7:0] S;
    output C8;
    wire P0, P1, P2, P3, P4, P5, P6, P7, G0, G1, G2, G3, G4, G5, G6, G7, C0, C1, C2, C3, C4, C5, C6, C7;
    xor x0 (P0, A[0], B[0]);
    xor x1 (P1, A[1], B[1]);
    xor x2 (P2, A[2], B[2]);
    xor x3 (P3, A[3], B[3]);
    xor x4 (P4, A[4], B[4]);
    xor x5 (P5, A[5], B[5]);
    xor x6 (P6, A[6], B[6]);
    xor x7 (P7, A[7], B[7]);
    and a0 (G0, A[0], B[0]);
    and a1 (G1, A[1], B[1]);
    and a2 (G2, A[2], B[2]);
    and a3 (G3, A[3], B[3]);
    and a4 (G4, A[4], B[4]);
    and a5 (G5, A[5], B[5]);
    and a6 (G6, A[6], B[6]);
    and a7 (G7, A[7], B[7]);
    assign C1 = G0 | (P0 & C0), 
    C2 = G1 | (P1 & G0) | (P1 & P0 & C0), 
    C3 = G2 | (P2 & G1) | (P1 & P2 & G0) | (P0 & P1 & P2 & C0), 
    C4 = G3 | (P3 & G2) | (P2 & P3 & G1) | (P1 & P2 & P3 & G0) | (P0 & P1 & P2 & P3 & C0), 
    C5 = G4 | (P4 & G3) | (P3 & P4 & G2) | (P2 & P3 & P4 & G1) | (P1 & P2 & P3 & P4 & G0) | (P0 & P1 & P2 & P3 & P4 & C0), 
    C6 = G5 | (P5 & G4) | (P4 & P5 & G3) | (P3 & P4 & P5 & G2) | (P2 & P3 & P4 & P5 & G1) | (P1 & P2 & P3 & P4 & P5 & G0) | (P0 & P1 & P2 & P3 & P4 & P5 & C0), 
    C7 = G6 | (P6 & G5) | (P5 & P6 & G4) | (P4 & P5 & P6 & G3) | (P3 & P4 & P5 & P6 & G2) | (P2 & P3 & P4 & P5 & P6 & G1) | (P1 & P2 & P3 & P4 & P5 & P6 & G0) | (P0 & P1 & P2 & P3 & P4 & P5 & C0);
    assign C8 = C7;
    xor x8 (S[0], P0, C0);
    xor x9 (S[1], P1, C1);
    xor x10 (S[2], P2, C2);
    xor x11 (S[3], P3, C3);
    xor x12 (S[4], P4, C4);
    xor x13 (S[5], P5, C5);
    xor x14 (S[6], P6, C6);
    xor x15 (S[7], P7, C7);
endmodule
```
==> reports/qor_table.md <==
| Group | Metric | Value |
| --- | --- | --- |
| cells and area | Footprint of the flip-flops and latches | 0 um^2 |
| power | Pwr/cell area | 247 mW/mm^2 |
| detailed routing | Per-cell routed wire length | 10.5 um |
| worst setup path | Start point of the critical path | A[5] |
| die | Total die area | 0.00640 mm^2 |
| synth | Number of distinct library cells after synthesis | 18 |
| detailed routing | Number of routed nets with antenna violations | 0 |
| global routing | Initial antenna violation count | 0 |
| cells and area | Most common cell after layout, fill and taps aside | sky130_fd_sc_hd__buf_4 |
| worst setup path | Critical path start-end classification | in -> out |
| final timing | Setup total negative slack | 0 ns |
| synth | Syn avg cell area | 8.23 um^2 |
| global routing | Via count of the first global-routing pass | 515 |
| synth | Ys Warns | 0 |
| detailed routing | DR vias | 474 |
| power | Leak pwr | 0.373 nW |
| synth | Cell type with the highest aggregate area in the netlist | sky130_fd_sc_hd__ha_1 |
| global routing | Largest net degree at the start of global routing | 6 |
| cells and area | Final cell utilization of the core | 23.7% |
| synth | Yosys stat cell total | 40 |
| synth | Chip area from the yosys synthesis statistics | 329 um^2 |
| cells and area | Fraction of layout cells with a size suffix above 1 | 52.4% |
| die | Cell Rows | 21 |
| placement | DPL Wire Length | 1.06 mm |
| final timing | Min cycle time layout | 2.35 ns |
| final timing | Final Hold Vio Count | 0 |
| worst setup path | Destination of the critical timing path | S[7] |
| final timing | Final Cycle Share | 97.8% |
| global routing | Total Routing Usage GR | 4.16% |
| run | Stage-log warning count | 32 |
| detailed routing | Total detailed-routing wirelength | 1.35 mm |
| synth | Mapped Cells | 40 |
| placement | Final RePlAce weighted congestion | 0.679 |
| min path | Worst hold path type | in -> out |
| clocking | Cts-stage hold buffer count | 0 |
| worst setup path | Critical path data required time | 1.92 ns |
| global routing | Remaining global-route overflow | 0 |
| cells and area | Top library cells by usage in the layout, fill and taps aside | sky130_fd_sc_hd__buf_4, sky130_fd_sc_hd__buf_2, sky130_fd_sc_hd__dlygate4sd2_1, sky130_fd_sc_hd__ha_4 |
| final timing | Worst-Margin Slew | 0.195 ns |
| cells and area | Post-route cell area | 811 um^2 |
| final timing | Max-slew headroom at the worst pin | 86.9% |
| worst setup path | Critical Path Source Type | primary input |
| detailed routing | DRC violation total after the first TritonRoute iteration | 32 |
| detailed routing | DRT Pass-1 Iters | 3 |
| die | Core Footprint | 0.00342 mm^2 |
| detailed routing | Count of antenna diodes in the layout | 0 |
| final timing | Number of setup violations in the final report | 0 |
| final timing | Hold slack | 1.50 ns |
| worst setup path | Crit path DAT | 1.87 ns |
| worst setup path | Critical path capture point type | output pin |
| final timing | Maximum operating frequency | 426 MHz |
| power | Overall power after layout | 0.200 mW |
| synth | Post-synthesis sequential area ratio | 0% |
| worst setup path | Critical Path Fanout Max | 4 |
| synth | Synth area leaders | sky130_fd_sc_hd__ha_1, sky130_fd_sc_hd__xnor2_1, sky130_fd_sc_hd__xor2_1, sky130_fd_sc_hd__a21o_1, sky130_fd_sc_hd__o21bai_2 |
| cells and area | Layout clock buffer count | 0 |
| die | Core utilization before placement | 9.63% |
| die | Vertical die dimension | 80 um |
| power | Peak VDD IR | 0.0000395 V |
| cells and area | Flip-flops | 0 |
| placement | PortBufs | 26 |
| status | Run status | finished, final reports clean |
| synth | Top-area cell type share of the netlist area | 26.6% |
| cells and area | Area growth from synthesis to layout | 146% |
| global routing | Global-route wire length before repair | 2.33 mm |
| run | Number of max-capacitance violations reported | 0 |
| synth | Mapped cell area | 329 um^2 |
| die | I/O pin cnt | 26 |
| placement | Minimum setup slack after placement | -0.724 ns |
| final timing | Worst setup margin | 0.0525 ns |
| placement | Cell Area, Placed | 714 um^2 |
| final timing | Setup repair after global routing missed its margin | no |
| detailed routing | Post-DR vias/cell | 3.70 |
| placement | # placed instances | 121 |
| cells and area | Number of standard cells in the layout, taps in and fillers out | 128 |
| final timing | Final-report max-slew violation count | 0 |
| detailed routing | Remaining design rule violation count | 0 |
| die | Horizontal extent of the die | 80 um |
==> repair_timing <==
action,in CTS,in global routing
endpoints found under the setup margin,9,6
setup buffers,6,1
pin swaps,16,10
resized,58,14
==> cell type report <==
cell class | instances | area [um^2]
multi-input cells | 35 | 420
fillers | 368 | 2610
repair buffers | 42 | 314
inverters | 5 | 18.8
well taps | 46 | 57.6
==> synthesized netlist by cell type <==
| cell | instances |
|---|---|
| sky130_fd_sc_hd__xor2_1 | 3 |
| sky130_fd_sc_hd__a211o_1 | 1 |
| sky130_fd_sc_hd__nand3_1 | 2 |
| sky130_fd_sc_hd__o21bai_2 | 2 |
| sky130_fd_sc_hd__fa_1 | 1 |
| sky130_fd_sc_hd__o21bai_1 | 1 |
| sky130_fd_sc_hd__ha_1 | 7 |
| sky130_fd_sc_hd__a21o_1 | 3 |
| sky130_fd_sc_hd__a21oi_1 | 3 |
| sky130_fd_sc_hd__inv_1 | 5 |
| sky130_fd_sc_hd__a2111o_1 | 1 |
| sky130_fd_sc_hd__a211oi_1 | 1 |
| sky130_fd_sc_hd__nand2_1 | 1 |
| sky130_fd_sc_hd__xnor2_1 | 4 |
| sky130_fd_sc_hd__a21oi_2 | 1 |
| sky130_fd_sc_hd__nand4_1 | 2 |
| sky130_fd_sc_hd__nor2_1 | 1 |
| sky130_fd_sc_hd__o21a_1 | 1 |
==> worst min path at each step <==
| stage | depth (start not counted) | to | start |
|---|---|---|---|
| final | 5 | S[4] | A[4] |
| after global routing | 5 | S[4] | A[4] |
| after CTS | 4 | S[5] | B[5] |
==> cell families (layout without fill, tap and decap cells) <==
family          Yosys count  in the layout  synth area share (%)
compound gates           14             14                  33.8
xor+xnor                  7              7                  18.6
simple gates              6              6                  9.12
fa+ha+maj                 8              8                  32.7
buf+inv                   5             47                  5.70
==> report_power, final <==
group          switching, mW  total [mW]  internal [mW]
combinational         0.0728       0.200          0.127
clock                      0           0              0
sequential                 0           0              0
total                 0.0728       0.200          0.127
==> worst max-delay path, stage by stage <==
cell and delay [ns]:
sky130_fd_sc_hd__dlygate4sd2_1 0.26, sky130_fd_sc_hd__ha_4 0.26, sky130_fd_sc_hd__a21o_1 0.16, sky130_fd_sc_hd__a2111o_1 0.43
sky130_fd_sc_hd__xnor2_1 0.16, sky130_fd_sc_hd__buf_2 0.11
==> layer usage <==
metal | up-vias | GRT usage [%] | wire [um]
met5 | - | 0 | 0
met4 | 0 | 0 | 0
met3 | 0 | 0.341 | 47
met2 | 9 | 7.78 | 723
met1 | 231 | 5.29 | 577
li1 | 234 | - | -
No activity file was given, so power comes from the tool's default toggle rates.
